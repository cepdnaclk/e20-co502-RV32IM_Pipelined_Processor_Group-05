File: /design/flow/design.v
`timescale 1ns/100ps
module ADD_module(operand_A,operand_B,result);
input [31:0] operand_A;
input [31:0] operand_B;
output [31:0] result;
assign #0 result=operand_A + operand_B;
endmodule
module SLL_module(operand_A,operand_B,result);
input [31:0] operand_A;
input [31:0] operand_B;
output [31:0] result;
assign #0 result=operand_A << operand_B;     
endmodule
module SLT_module(operand_A, operand_B, result);
    input signed [31:0] operand_A;
    input signed [31:0] operand_B;
    output [31:0] result;
    assign #0 result = (operand_A < operand_B) ? 1 : 0;  
endmodule
module SLTU_module(operand_A, operand_B, result);
    input [31:0] operand_A;
    input [31:0] operand_B;
    output [31:0] result;
    assign #0 result = (operand_A < operand_B) ? 1 : 0;  
endmodule
module XOR_module(operand_A,operand_B,result);
input [31:0] operand_A;
input [31:0] operand_B;
output [31:0] result;
assign #0 result=operand_A ^ operand_B;  
endmodule
module SRL_module(operand_A,operand_B,result);
input [31:0] operand_A;
input [31:0] operand_B;
output [31:0] result;
assign #0 result=operand_A >> operand_B;     
endmodule
module OR_module(operand_A,operand_B,result);
input [31:0] operand_A;
input [31:0] operand_B;
output [31:0] result;
assign #0 result=operand_A | operand_B;     
endmodule
module AND_module(operand_A,operand_B,result);
input [31:0] operand_A;
input [31:0] operand_B;
output [31:0] result;
assign #0 result=operand_A & operand_B;     
endmodule
module MUL_module(operand_A,operand_B,result);
input [31:0] operand_A;
input [31:0] operand_B;
output [31:0] result;
wire [63:0] product;  
assign #0 product = operand_A * operand_B;
assign result = product[31:0];  
endmodule
module MULH_module(operand_A,operand_B,result);
input signed [31:0] operand_A;
input signed [31:0] operand_B;
output [31:0] result;
wire [63:0] product;  
assign #0 product = operand_A * operand_B;
assign result = product[63:32];  
endmodule
module MULHSU_module(operand_A,operand_B,result);
input signed [31:0] operand_A;
input [31:0] operand_B;
output [31:0] result;
wire [63:0] product;
assign #0 product=operand_A * operand_B;
assign result=product[63:32];     
endmodule
module MULHU_module(operand_A,operand_B,result);
input [31:0] operand_A;
input [31:0] operand_B;
output [31:0] result;
wire [63:0] product;
assign #0 product=operand_A * operand_B;
assign result=product[63:32];      
endmodule
module DIV_module(operand_A,operand_B,result);
input [31:0] operand_A;
input [31:0] operand_B;
output [31:0] result;
assign #0 result=operand_A / operand_B;     
endmodule
module REM_module(operand_A,operand_B,result);
input signed [31:0] operand_A;
input signed [31:0] operand_B;
output signed [31:0] result;
assign #0 result=operand_A % operand_B;     
endmodule
module REMU_module(operand_A,operand_B,result);
input [31:0] operand_A;
input [31:0] operand_B;
output [31:0] result;
assign #0 result=operand_A % operand_B;     
endmodule
module ALU(DATA1, DATA2, SELECT, RESULT, ZERO);   
input [31:0] DATA1, DATA2;   
input [4:0] SELECT;          
output reg [31:0] RESULT;    
output reg ZERO;             
wire [31:0] Result_add, Result_sub, Result_sll, Result_slt, Result_sltu;
wire [31:0] Result_xor, Result_srl, Result_sra, Result_or, Result_and;
wire [31:0] Result_mul, Result_mulh, Result_mulhsu, Result_mulhu;
wire [31:0] Result_div, Result_rem, Result_remu;
ADD_module add0(.operand_A(DATA1), .operand_B(DATA2), .result(Result_add));
SLL_module sll0(.operand_A(DATA1), .operand_B(DATA2), .result(Result_sll));
SLT_module slt0(.operand_A(DATA1), .operand_B(DATA2), .result(Result_slt));
SLTU_module sltu0(.operand_A(DATA1), .operand_B(DATA2), .result(Result_sltu));
XOR_module xor0(.operand_A(DATA1), .operand_B(DATA2), .result(Result_xor));
SRL_module srl0(.operand_A(DATA1), .operand_B(DATA2), .result(Result_srl));
OR_module or0(.operand_A(DATA1), .operand_B(DATA2), .result(Result_or));
AND_module and0(.operand_A(DATA1), .operand_B(DATA2), .result(Result_and));
MUL_module mul0(.operand_A(DATA1), .operand_B(DATA2), .result(Result_mul));
MULH_module mulh0(.operand_A(DATA1), .operand_B(DATA2), .result(Result_mulh));
MULHSU_module mulhsu0(.operand_A(DATA1), .operand_B(DATA2), .result(Result_mulhsu));
MULHU_module mulhu0(.operand_A(DATA1), .operand_B(DATA2), .result(Result_mulhu));
DIV_module div0(.operand_A(DATA1), .operand_B(DATA2), .result(Result_div));
REM_module rem0(.operand_A(DATA1), .operand_B(DATA2), .result(Result_rem));
REMU_module remu0(.operand_A(DATA1), .operand_B(DATA2), .result(Result_remu));
always @(*) begin
    case (SELECT)
        5'b00000: RESULT <= Result_add;      
        5'b00001: RESULT <= Result_sll;      
        5'b00010: RESULT <= Result_slt;      
        5'b00011: RESULT <= Result_sltu;     
        5'b00100: RESULT <= Result_xor;      
        5'b00101: RESULT <= Result_srl;      
        5'b00110: RESULT <= Result_or;       
        5'b00111: RESULT <= Result_and;      
        5'b01000: RESULT <= Result_mul;      
        5'b01001: RESULT <= Result_mulh;     
        5'b01010: RESULT <= Result_mulhsu;   
        5'b01011: RESULT <= Result_mulhu;    
        5'b01100: RESULT <= Result_div;      
        5'b01101: RESULT <= Result_rem;      
        5'b1111: RESULT <= Result_remu;     
        default: RESULT <= 32'b0;            
    endcase
    if (Result_add == 0) 
    begin
        ZERO = 1'b1;
    end
end
endmodule
File: /design/flow/run.sh
#!/bin/bash
# OpenROAD 26Q1-2900-gdf79404cd8, Yosys 0.63+post, stock flow scripts
make -C /OpenROAD-flow-scripts/flow DESIGN_CONFIG=/design/flow/config.mk WORK_HOME=/design/flow/orfs finish
File: /design/flow/config.mk
export PLATFORM = sky130hd
export DESIGN_NAME = ALU
export DESIGN_NICKNAME = ALU
export VERILOG_FILES = /design/flow/design.v
export SDC_FILE = /design/flow/constraint.sdc
export NUM_CORES = 4
export LEC_CHECK = 1
export CORE_UTILIZATION = 50
File: /design/flow/constraint.sdc
current_design ALU

set clk_period 281.2
set clk_io_pct 0.2

create_clock -name clk0 -period $clk_period

set non_clock_inputs [all_inputs -no_clocks]
set_input_delay [expr $clk_period * $clk_io_pct] -clock clk0 $non_clock_inputs
set_output_delay [expr $clk_period * $clk_io_pct] -clock clk0 [all_outputs]
==> results.json <==
{
  "port-buffer-count": 101,
  "filler_cell_count": 23110,
  "crit_arrival_ps": 153840,
  "synth_area_leader_cell": "sky130_fd_sc_hd__fa_1",
  "layout_top_cells_excl_fill_tap": "sky130_fd_sc_hd__inv_1 (1,888), sky130_fd_sc_hd__nand2_1 (1,833), sky130_fd_sc_hd__ha_1 (1,577)",
  "first_global_vias": 117000,
  "holdCritStartpoint": "SELECT[0]",
  "drt_iter0_markers": 11130,
  "launching_element_of_the_worst_setup_path": "DATA1[1]",
  "design_power_total_mw": 3.587,
  "core.rowCount": 178,
  "syn_avg_cell_area_um2": 7.494,
  "power.net_switching_mw": 2.300,
  "required_worst_endpoint_ps": 224960,
  "drt_drc_violations_left": 0,
  "final-hold-violation-count": 0,
  "wirelength_mm": 561.0,
  "worst-slew-pin-transition_ps": 1247,
  "layout.sequential_cells": 0,
  "dpl.hpwl_mm": 461.1,
  "path_delay_family": "AND-OR/OR-AND gates",
  "static-leakage-power_nw": 60.77,
  "setup_viol_count_final": 0,
  "cp.buffers_inverters": 29,
  "hold_path.class": "in2out",
  "finalMaxSlewViolations": 0,
  "core_util_floorplan": 0.5036,
  "routabilityCongestion": 1.138,
  "yosys_area_mm2": 0.1185,
  "vdd.ir_drop.worst_mv": 0.1273,
  "crit_path_top_delay_cell": "sky130_fd_sc_hd__nor3b_1",
  "netlist-cell-type-count": 115,
  "routed_via_density": 6.360,
  "yosys_cells": 15820,
  "floorplan.io_pins": 102,
  "ys_warn_count": 1,
  "pwr_density_cell_mw_per_mm2": 28.74,
  "dr_total_vias": 120700,
  "dieArea_mm2": 0.2390,
  "outcome": "finished clean",
  "fmax_mhz": 4.760,
  "post_syn_instances": 15820,
  "cell_internal_pwr_mw": 1.287,
  "totalNegativeSetupSlack_ps": 0,
  "fp.coreArea_mm2": 0.2354,
  "cp_max_fo": 47,
  "drt-pass1-iter-count": 14,
  "max_cap_violations": 0,
  "layout_worst_path_cycle_share": 0.7471,
  "ctsHoldBuffers": 0,
  "grt_first_pass_wirelength_mm": 808.0,
  "critical-path-top-cell-by-count": "sky130_fd_sc_hd__ha_1",
  "mappedNetlistArea_mm2": 0.1185,
  "mi_logic_area_mm2": 0.1091,
  "top_cell_area_share": 0.2488,
  "fp.dieW_um": 488.9,
  "detail_route.wl_per_cell_um": 29.57,
  "grt-ovfl-total": 0,
  "cp-end-kind": "output port",
  "post-place-cells": 18920,
  "mostFrequentLayoutCell": "sky130_fd_sc_hd__inv_1",
  "detail-route-antenna-nets": 0,
  "antenna_found_initial": 77,
  "post_route_cells_drive_above_1_share": 0.06177,
  "nClkBuffers": 0,
  "globalRouteTotalUtil": 0.4891,
  "timing.setup.critical_path_class": "in2out",
  "fin_cells": 18970,
  "worstSetupStartpointType": "input port",
  "worst_path_largest_cell_delay_ps": 1100,
  "number_of_gates_given_a_new_drive_strength_after_cts": 0,
  "warning_count": 104,
  "grt_setup_unrepaired": "no",
  "topCellsByArea": "sky130_fd_sc_hd__fa_1 (25%), sky130_fd_sc_hd__ha_1 (17%), sky130_fd_sc_hd__inv_1 (6.0%)",
  "die_h_um": 488.9,
  "p_sw_frac": 0.6412,
  "post_cts_buffers": 0,
  "ys_seq_share": 0,
  "post-route-min-period_ps": 210080,
  "ff_latch_area_um2": 0,
  "grt_max_degree": 68,
  "slew-limit-headroom": 0.1636,
  "layout-area-overhead-vs-synth_pct": 5.284
}
## layer usage
| metal | vias up | track usage | part of all wire |
|---|---|---|---|
| li1 | 54560 | - | - |
| met3 | 1648 | 0.2082 | 0.13 |
| met5 | - | 0.001610 | 0.00051 |
| met2 | 6919 | 0.6786 | 0.41 |
| met4 | 40 | 0.3130 | 0.083 |
| met1 | 57500 | 0.6312 | 0.38 |
## worst min-delay path: cells and delay by family
kind / cells / cell delay, ps
AND-OR/OR-AND: 1 / 110
buffers and inverters: 2 / 970
AND/OR/NAND/NOR: 2 / 230
## synth_stat cells, drive strengths merged, types with 132 or more instances
| cell type | count |
|---|---|
| nand4 | 132 |
| fa | 1473 |
| nand2 | 1834 |
| or3 | 142 |
| a21oi | 973 |
| buf | 194 |
| a31oi | 200 |
| nor2 | 1540 |
| a211oi | 146 |
| o211ai | 132 |
| o21a | 384 |
| xor2 | 328 |
| nor3 | 489 |
| o21ai | 709 |
| inv | 1910 |
| nand3 | 275 |
| a21o | 388 |
| ha | 1577 |
| clkbuf | 441 |
| xnor2 | 523 |
## cell type report
type | count | area share
diodes | 55 | 0.001103
inverters | 1938 | 0.05834
multi-input cells | 13250 | 0.8741
well taps | 3150 | 0.03158
repair buffers | 583 | 0.03489
## final timing paths
check | to | slack (ps) | depth (start not counted)
setup / recovery | RESULT[30] | 71120 | 340
hold / removal | RESULT[6] | 113810 | 5
## metrics by stage
stage / utilization / area, um2 / hold WS [ps] / worst slack, ps
2_1_floorplan: - / 118500 / 112720 / 85080
3_3_place_gp: 0.5296 / 124700 / 113760 / 75930
3_5_place_dp: 0.5296 / 124700 / 113760 / 74650
4_1_cts: 0.5296 / 124700 / 113760 / 74330
5_1_grt: 0.5298 / 124700 / 113840 / 65980
6_report: 0.5302 / 124800 / 113810 / 71120
## cells by family after synthesis
group,count (synthesis),synth area share
buffers and inverters,2573,0.08241
adder cells (fa/ha/maj),3050,0.4152
other,2,0.00006335
AND/OR/NAND/NOR,5238,0.2017
XOR/XNOR,851,0.06288
AND-OR/OR-AND,3883,0.2177
multiplexers,222,0.02005
## power by group through the flow
stage	Clock [mW]	Sequential, mW	Combinational (mW)
CTS	0	0	3.48
global route	0.0000000117	0	3.85
No activity file was given, so power comes from the tool's default toggle rates.
