==> config.mk <==
export PLATFORM = sky130hd
export DESIGN_NAME = branch_jump_control
export DESIGN_NICKNAME = branch_jump_control
export VERILOG_FILES = /design/flow/design.v
export SDC_FILE = /design/flow/constraint.sdc
export NUM_CORES = 4
export LEC_CHECK = 1
export CORE_UTILIZATION = 40
==> constraint.sdc <==
current_design branch_jump_control

set clk_period 25.8
set clk_io_pct 0.2

create_clock -name clk0 -period $clk_period

set non_clock_inputs [all_inputs -no_clocks]
set_input_delay [expr $clk_period * $clk_io_pct] -clock clk0 $non_clock_inputs
set_output_delay [expr $clk_period * $clk_io_pct] -clock clk0 [all_outputs]
==> run.sh <==
#!/bin/bash
# OpenROAD 26Q1-2900-gdf79404cd8, Yosys 0.63+post, stock flow scripts
make -C /OpenROAD-flow-scripts/flow DESIGN_CONFIG=/design/flow/config.mk WORK_HOME=/design/flow/orfs finish
==> design.v <==
`timescale 1ns/100ps
module branch_jump_control(
    input  BRANCH,
    input  JUMP,
    input  ZERO,
    input [31:0] ALU_OUT,
    input [2:0] Func3,
    input [31:0] PC,
    input [31:0] IMM_VALUE,
    output reg [31:0] NEXT_PC,
    output reg MUX_SELECT,
    output reg FLUSH
);
    always @(*) begin
        if (BRANCH) begin
            case (Func3)
                3'b000:  
                    if (ZERO) begin
                        MUX_SELECT = 1;
                        NEXT_PC = PC + IMM_VALUE;
                        FLUSH = 1;
                    end
                    else begin
                        MUX_SELECT = 0;
                        NEXT_PC = PC + 4;
                        FLUSH = 0;
                    end
                3'b001:  
                    if (!ZERO) begin
                        MUX_SELECT = 1;
                        NEXT_PC = PC + IMM_VALUE;
                        FLUSH = 1;
                    end
                    else begin
                        MUX_SELECT = 0;
                        NEXT_PC = PC + 4;
                        FLUSH = 0;
                    end
                3'b100:  
                    if (ALU_OUT[0]) begin
                        MUX_SELECT = 1;
                        NEXT_PC = PC + IMM_VALUE;
                        FLUSH = 1;
                    end
                    else begin
                        MUX_SELECT = 0;
                        NEXT_PC = PC + 4;
                        FLUSH = 0;
                    end
                3'b101:  
                    if (!ALU_OUT[0]) begin
                        MUX_SELECT = 1;
                        NEXT_PC = PC + IMM_VALUE;
                        FLUSH = 1;
                    end
                    else begin
                        MUX_SELECT = 0;
                        NEXT_PC = PC + 4;
                        FLUSH = 0;
                    end
                3'b110:  
                    if (ALU_OUT[0]) begin
                        MUX_SELECT = 1;
                        NEXT_PC = PC + IMM_VALUE;
                        FLUSH = 1;
                    end
                    else begin
                        MUX_SELECT = 0;
                        NEXT_PC = PC + 4;
                        FLUSH = 0;
                    end
                3'b111:  
                    if (!ALU_OUT[0]) begin
                        MUX_SELECT = 1;
                        NEXT_PC = PC + IMM_VALUE;
                        FLUSH = 1;
                    end
                    else begin
                        MUX_SELECT = 0;
                        NEXT_PC = PC + 4;
                        FLUSH = 0;
                    end
                default: begin
                    MUX_SELECT = 0;
                    NEXT_PC = PC + 4;
                    FLUSH = 0;
                end
            endcase
        end
        else if (JUMP) begin
            MUX_SELECT = 1;
            NEXT_PC = PC + IMM_VALUE;
            FLUSH = 1;
        end
        else begin
            MUX_SELECT = 0;
            NEXT_PC = PC + 4;
            FLUSH = 0;
        end
    end
endmodule
==> run notes <==
impl run done, here's what came out: Lkg Pwr=roughly 1.5 nW, RSZ-0062 raised after global routing=false, registers=0, violation tally from detailed-route iteration zero=approximately 57, Final Hold Viols=0, Total GRT Usage=a little under a quarter, vias in the first global route=2,731, Hold Buf Count CTS=0, Util after Layout=60.71%, vias per cell=roughly 5.5, Hold WC Path Type=in -> out, Rel. slew slack=63.25%, # Cells Yosys=398, Routed Wire Length=~7.6 mm, filler cell count=around 560, residual DRC count=0, Tcrit/Tclk final=52.71%, pin count of the biggest net entering global routing=roughly 40, die area=6810 um2, Final Setup Violations=0, total global routing overflow=0, 1st-pass router iterations=4, Synth top cell by count=nand2_1, fmax=73.53 MHz, CP max stage cell=clkdlybuf4s50_1, register area=0 um2, Cell area leaders=ha_1 15%, nand2_1 8.8%, xnor2_1 8.8%, gate count after technology mapping=398, die width=82.53 um, Top-area cell share=between 10% and 20%, post-DP HPWL=roughly 6.3 mm, # rows=28, tool warnings=roughly 64, IO Count=between 100 and 150, IO Port Bufs=105, top cells by count=61 x nand2_1, 41 x a21oi_1, 35 x nor2_1, initial antenna violation count=0, wire length of the first global-routing pass=around 12 mm, final max-slew violation count=0, CP Cell Sequence=clkdlybuf4s50_1 -> ha_1 -> fa_1 -> a21o_4 -> a311oi_4 -> nor4_4 -> o21ai_2 -> nor3_2 -> o2111ai_1 -> a21oi_1 -> a211oi_1 -> clkdlybuf4s50_1, ANT cells=0, area grow syn2layout=42.69%, MaxCap Viol Count=0, worst endpoint data arrival time=approximately 8.4 ns, Synth cell types=about 57, critical path's most frequent cell=clkdlybuf4s50_1, WP buf/inv=2, crit end category=output port, antenna viol nets, final=0, crit path time final=between 10 and 15 ns, fp_density=~43%, clk_buf instances=0, critical path class=in -> out, power per cell area=roughly 23 nW/um2, CTS resizes=0, yosys stat chip area=around 2600 um2, worst vdd ir=between 0.00001 and 0.000015 V, wire per inst=around 13 um, cell taking the most area after synthesis=ha_1, die height=a little over 80 um, startpoint type of the worst setup path=input port, Slew @ Worst Pin=0.5455 ns, sum of negative setup slack=0 ns, DR vias=between 3k and 4k, layout cell share with drive strength beyond 1=about 3.5%, postcts setup bufs=0, crit-path max cell delay=0.50 ns, CP Max Fanout=4, post-synthesis sequential area ratio=0%, synth warn=1, run status=finished clean, core box area=between 6000 and 7000 um2, Critical Path RT=a little over 20 ns, critical path's top delay family=AND-OR/OR-AND gates, GPL Wtd Cong=around 0.9, synthesized cell area=2594 um2, syn_area_per_cell=between 6 and 7 um2
-- metal layers --
metal	part of all wire, %	global-route usage (%)
met5	0	0
met4	0.53	1.207
met3	5.2	0.7804
met2	44	38.93
met1	50	32.65
-- cells in the final DEF, fill, tap and decap left out, types with 5 or more instances in the layout --
cell type	instances
nand2_1	61
and3_1	7
xnor2_1	26
xor2_1	20
o21ai_0	31
nand4_1	7
ha_1	32
nand3_1	26
nor2_1	35
inv_1	12
a21oi_1	41
or3_1	5
clkdlybuf4s50_1	105
nor3_1	7
a21o_1	8
nor2b_1	5
-- power breakdown --
part           internal, mW  switching [mW]
Combinational        0.0476          0.0382
Sequential                0               0
Clock                     0               0
-- per-stage QoR --
stage | area [um2] | total power, mW | worst slack, ns | cells | hold slack [ns]
5_1_grt | 3701 | 0.09624 | 12.01 | 566 | 11.33
4_1_cts | 3701 | 0.08653 | 12.19 | 566 | 11.25
2_1_floorplan | 2594 | 0.04631 | 13.46 | 398 | 10.35
3_3_place_gp | 3701 | 0.08575 | 12.21 | 566 | 11.25
6_report | 3701 | 0.08585 | 12.20 | 566 | 11.24
3_5_place_dp | 3701 | 0.08582 | 12.21 | 566 | 11.24
-- area by class of cell --
class                      instances  area, um2  share of cell area (%)
inverter                          12      45.04                   1.217
multi-input combinational        372       2496                   67.44
tap                               75      93.84                   2.535
timing repair buffer             107       1066                   28.80
-- logic make-up after synthesis --
logic type	Yosys count	share of synthesized area [%]
AND/OR/NAND/NOR	173	32.80
AND-OR/OR-AND	118	30.44
XOR/XNOR	46	15.53
adder cells (fa/ha/maj)	33	16.21
buffers and inverters	26	4.244
multiplexers	2	0.7719
-- final timing paths --
check             start  slack, ns  depth (start not counted)     endpoint
hold / removal    PC[0]      11.24                          4   NEXT_PC[0]
setup / recovery  PC[0]      12.20                         12  NEXT_PC[30]
No activity file was given, so power comes from the tool's default toggle rates.
