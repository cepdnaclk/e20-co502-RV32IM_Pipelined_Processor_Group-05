$ cat run.sh
#!/bin/bash
# OpenROAD 26Q1-2900-gdf79404cd8, Yosys 0.63+post, stock flow scripts
make -C /OpenROAD-flow-scripts/flow DESIGN_CONFIG=/design/flow/config.mk WORK_HOME=/design/flow/orfs finish
$ cat config.mk
export PLATFORM = sky130hd
export DESIGN_NAME = ID_EX
export DESIGN_NICKNAME = ID_EX
export VERILOG_FILES = /design/flow/design.v
export SDC_FILE = /design/flow/constraint.sdc
export NUM_CORES = 4
export LEC_CHECK = 1
export CORE_AREA = 10 10 226 226
export DIE_AREA = 0 0 236 236
$ cat constraint.sdc
current_design ID_EX

set clk_period 6.2
set clk_io_pct 0.2

create_clock -name clk0 -period $clk_period [get_ports {CLK}]

set non_clock_inputs [all_inputs -no_clocks]
set_input_delay [expr $clk_period * $clk_io_pct] -clock clk0 $non_clock_inputs
set_output_delay [expr $clk_period * $clk_io_pct] -clock clk0 [all_outputs]
$ cat design.v
`timescale 1ns/100ps
module ID_EX(CLK,RESET,BUSYWAIT,
            PC_PLUS_FOUR_IN,PC_IN,IMM_IN,DATA1_IN,DATA2_IN,FUNC3_IN,RD_IN,ALU_IN,MUX1_IN,MUX2_IN,MUX3_IN,REGWRITE_IN,MEMWRITE_IN,MEMREAD_IN,BRANCH_IN,JUMP_IN,JAL_IN,TWOSCOMP_IN,
            PC_PLUS_FOUR_OUT,PC_OUT,IMM_OUT,ALU_OUT,MUX1_OUT,MUX2_OUT,MUX3_OUT,REGWRITE_OUT,MEMWRITE_OUT,MEMREAD_OUT,BRANCH_OUT,JUMP_OUT,JAL_OUT,TWOSCOMP_OUT,DATA1_OUT,DATA2_OUT,FUNC3_OUT,RD_OUT,FLUSH);
    input CLK;
    input RESET;
    input BUSYWAIT;
    input FLUSH;  
    input [31:0] PC_PLUS_FOUR_IN;
    input [31:0] PC_IN;
    input [31:0] IMM_IN;
    input [31:0] DATA1_IN;
    input [31:0] DATA2_IN;
    input [2:0] FUNC3_IN;
    input [4:0] RD_IN;
    input [4:0] ALU_IN;
    input  MUX1_IN;
    input  MUX2_IN;
    input  MUX3_IN;
    input  REGWRITE_IN;
    input  MEMWRITE_IN;
    input  MEMREAD_IN;
    input  BRANCH_IN;
    input  JUMP_IN;
    input  JAL_IN;
    input  TWOSCOMP_IN;
    output reg [31:0] PC_PLUS_FOUR_OUT = 32'd0;
    output reg [31:0] PC_OUT = 32'd0;
    output reg [31:0] IMM_OUT = 32'd0;
    output reg [31:0] DATA1_OUT = 32'd0;
    output reg [31:0] DATA2_OUT = 32'd0;
    output reg [2:0] FUNC3_OUT = 3'd0;
    output reg [4:0] RD_OUT = 5'd0;
    output reg [4:0] ALU_OUT = 5'd0;
    output reg MUX1_OUT = 1'b0;
    output reg MUX2_OUT = 1'b0;
    output reg MUX3_OUT = 1'b0;
    output reg REGWRITE_OUT = 1'b0;
    output reg MEMWRITE_OUT = 1'b0;
    output reg MEMREAD_OUT = 1'b0;
    output reg BRANCH_OUT = 1'b0;
    output reg JUMP_OUT = 1'b0;
    output reg JAL_OUT = 1'b0;
    output reg TWOSCOMP_OUT = 1'b0;
    always @(posedge CLK) begin
        if ((RESET||FLUSH) == 1'b1) begin
            PC_OUT <= 32'd0;
            PC_PLUS_FOUR_OUT <= 32'd0;
            IMM_OUT <= 32'd0;  
            DATA1_OUT <= 32'd0;
            DATA2_OUT <= 32'd0;
            FUNC3_OUT <= 3'd0;
            RD_OUT <= 5'd0;
            ALU_OUT <= 5'd0;
            MUX1_OUT <= 1'b0;
            MUX2_OUT <= 1'b0;
            MUX3_OUT <= 1'b0;
            REGWRITE_OUT <= 1'b0;
            MEMWRITE_OUT <= 1'b0;
            MEMREAD_OUT <= 1'b0;
            BRANCH_OUT <= 1'b0;
            JUMP_OUT <= 1'b0;
            JAL_OUT <= 1'b0;
            TWOSCOMP_OUT <= 1'b0;
        end 
        else if (!BUSYWAIT) begin
            IMM_OUT <= IMM_IN;
            PC_PLUS_FOUR_OUT <= PC_PLUS_FOUR_IN;
            PC_OUT <= PC_IN;
            DATA1_OUT <= DATA1_IN;
            DATA2_OUT <= DATA2_IN;
            FUNC3_OUT <= FUNC3_IN;
            RD_OUT <= RD_IN;
            ALU_OUT <= ALU_IN;
            MUX1_OUT <= MUX1_IN;
            MUX2_OUT <= MUX2_IN;
            MUX3_OUT <= MUX3_IN;
            REGWRITE_OUT <= REGWRITE_IN;
            MEMWRITE_OUT <= MEMWRITE_IN;
            MEMREAD_OUT <= MEMREAD_IN;
            BRANCH_OUT <= BRANCH_IN;
            JUMP_OUT <= JUMP_IN;
            JAL_OUT <= JAL_IN;
            TWOSCOMP_OUT <= TWOSCOMP_IN;
        end   
    end
endmodule
==> metrics.json <==
{
  "synth_sequential_area_ratio": {"value": 55.2, "unit": "%"},
  "worst_slew_pin_slew": {"value": 0.748, "unit": "ns"},
  "post-synth-top-area-fraction": {"value": 55.2, "unit": "%"},
  "worst_r2r_path_depth": {"value": 2},
  "total_leakage_power": {"value": 0.00453, "unit": "uW"},
  "grt_antenna_before_repair": {"value": 3},
  "layout-area-overhead-vs-synth": {"value": 71.3, "unit": "%"},
  "syn_area": {"value": 6640, "unit": "um^2"},
  "yosys_warnings": {"value": 1},
  "max_stage_delay": {"value": 0.57, "unit": "ns"},
  "maxCapViolCount": {"value": 0},
  "detailroute.wirelength.met3": {"value": 3.80, "unit": "mm"},
  "setup.worst_path.end": {"value": "DATA2_OUT[25]$_SDFFE_PP0N_"},
  "final_layout_size_suffix_gt1_share": {"value": 4.08, "unit": "%"},
  "detailedRoute.firstIterationViolations": {"value": 106},
  "hold_viol": {"value": 0},
  "cts-root-buf": {"value": "clkbuf_16"},
  "cts_hold_repair.buffers": {"value": 0},
  "synth_top_flop_cell": {"value": "dfxtp_1"},
  "port-buffer-count": {"value": 369},
  "crit_path_start_kind": {"value": "primary input"},
  "via_per_inst": {"value": 3.43},
  "overall_global_routing_resource_usage": {"value": 7.95, "unit": "%"},
  "layout.core_utilization": {"value": 24.5, "unit": "%"},
  "average_routed_wire_per_standard_cell": {"value": 14.6, "unit": "um"},
  "dp_cells": {"value": 1531},
  "timing.setup.critical_path_class": {"value": "primary input to register"},
  "finalPower": {"value": 2790, "unit": "uW"},
  "fp-utilization": {"value": 14.3, "unit": "%"},
  "top_signal_layer_used": {"value": "met4"},
  "drt_first_pass_iters": {"value": 4},
  "cts.path.max_buffers": {"value": 2},
  "detailedPlacementHpwl": {"value": 17.3, "unit": "mm"},
  "crit_fanout": {"value": 58},
  "reg_to_reg_end": {"value": "DATA1_OUT[4]$_SDFFE_PP0N_"},
  "arrival": {"value": 3.24, "unit": "ns"},
  "core": {"value": 46400, "unit": "um^2"},
  "worst_path_most_repeated_cell": {"value": "buf_4"},
  "clock_sinks": {"value": 183},
  "routed-wl-met2": {"value": 9.55, "unit": "mm"},
  "vdd_drop_max": {"value": 0.262, "unit": "mV"},
  "worstSetupPathDepth": {"value": 5},
  "cts.clk_slew.worst_paths": {"value": 0.07, "unit": "ns"},
  "crit_path_top_delay_cell": {"value": "buf_4"},
  "worstReg2RegStart": {"value": "DATA1_OUT[4]$_SDFFE_PP0N_"},
  "vias_in_the_first_global_route": {"value": 5566},
  "timing.final.crit_period": {"value": 2.91, "unit": "ns"},
  "first_pass_grt_wire_length": {"value": 34.4, "unit": "mm"},
  "end_kind": {"value": "register"},
  "globalplace.congestion": {"value": 0.804},
  "finalSetupTns": {"value": 0, "unit": "ns"},
  "post_cts.resized_instances": {"value": 0},
  "timing.clock.skew": {"value": 0, "unit": "ns"},
  "synth.largest_area_cell": {"value": "dfxtp_1"},
  "hold-worst-slack": {"value": 0.492, "unit": "ns"},
  "fp.dieW": {"value": 236, "unit": "um"},
  "grt_setup_unrepaired": {"value": "false"},
  "syn_avg_cell_area": {"value": 11.2, "unit": "um^2"},
  "design.portCount": {"value": 370},
  "layout_worst_path_cycle_share": {"value": 46.9, "unit": "%"},
  "crit_path_leading_delay_family": {"value": "buffers and inverters"},
  "pwr_density_cell": {"value": 246, "unit": "nW/um^2"},
  "async_reset_ff_share": {"value": 0, "unit": "%"},
  "achievable-frequency": {"value": 344, "unit": "MHz"},
  "detailroute.via_count": {"value": 5370},
  "ys_area": {"value": 6640, "unit": "um^2"},
  "clock_latency_reported_for_the_late_side_of_the_worst_skew_pair": {"value": 0.47, "unit": "ns"},
  "setup-violations-final": {"value": 0},
  "cp.buffers_inverters": {"value": 3},
  "min_path_type": {"value": "register to register"},
  "std_cell_rows": {"value": 79},
  "enable_flop_cells": {"value": 0},
  "critPathRequiredTime": {"value": 6.54, "unit": "ns"},
  "seqCellArea": {"value": 3660, "unit": "um^2"},
  "die_area": {"value": 55700, "unit": "um^2"},
  "postSynthRegisterBits": {"value": 183},
  "grt_start_max_net_pins": {"value": 91},
  "gr-total-overflow": {"value": 0},
  "cts.repair_timing.setup_buffer_count": {"value": 0},
  "crit_path_cell_trace": {"value": "clkdlybuf4s50_1 > or2_4 > buf_4 > buf_4 > nor2_1"},
  "synth_cell_types": {"value": 7},
  "warning_count": {"value": 25},
  "area_leaders": {"value": "dfxtp_1 55%, mux2i_1 28%, nor2_1 10%"},
  "netlist_top_cells_count": {"value": "183 x dfxtp_1, 183 x mux2i_1, 183 x nor2_1"},
  "ys_cells": {"value": 592},
  "dieHeight": {"value": 236, "unit": "um"},
  "critical_path.startpoint": {"value": "FLUSH"},
  "wl_met1": {"value": 9.11, "unit": "mm"},
  "cts_max_level": {"value": 4},
  "tritoncts": {"value": "built"},
  "postSynthCellCount": {"value": 592},
  "final_cell_count_without_fillers": {"value": 1566},
  "run_status": {"value": "finished, final reports clean"},
  "max_slew_margin": {"value": 50.1, "unit": "%"},
  "totalWireLength": {"value": 22.9, "unit": "mm"},
  "regToRegSetupSlack": {"value": 5.52, "unit": "ns"},
  "area.combinational": {"value": 2530, "unit": "um^2"},
  "nFillCells": {"value": 4860},
  "detail-route-antenna-nets": {"value": 0},
  "drcViolationCount": {"value": 0},
  "final_max_slew_viol_count": {"value": 0},
  "cts_made_buffers": {"value": 17}
}
per-stage QoR:
stage	worst slack (ns)	cell area, um^2
after floorplan	4.20	6640
after CTS	3.27	11400
after global placement	2.78	10700
final	3.29	11400
after global routing	3.13	11400
after detailed placement	2.73	10700
metal layers:
metal | track usage, % | vias to the layer above
met5 | 0 | -
li1 | - | 2658
met4 | 1.30 | 0
met2 | 11.6 | 304
met1 | 9.34 | 2390
met3 | 5.99 | 18
worst min path at each step:
stage	depth (start not counted)	startpoint	endpoint
CTS	2	JUMP_OUT$_SDFFE_PP0N_	JUMP_OUT$_SDFFE_PP0N_
finish	2	DATA1_OUT[6]$_SDFFE_PP0N_	DATA1_OUT[6]$_SDFFE_PP0N_
global route	2	IMM_OUT[9]$_SDFFE_PP0N_	IMM_OUT[9]$_SDFFE_PP0N_
cell type report:
class	count	area share (%)
sequential	183	32.2
clock inverter	14	1.93
clock buffer	18	3.86
timing repair buffer	374	33.0
multi-input combinational	367	22.2
antenna	3	0.0661
tap	607	6.68
tightest hold or removal path: cells and delay by family, from the launching register on:
family,cells,cell delay (ns)
flip-flops,1,0.32
multiplexers,1,0.07
AND/OR/NAND/NOR,1,0.07
state kept, by name (all words and copies together), names as in the netlist, 3 cells and up:
signal            cells
IMM_OUT              32
PC_PLUS_FOUR_OUT     32
PC_OUT               32
DATA2_OUT            32
ALU_OUT               5
RD_OUT                5
FUNC3_OUT             3
DATA1_OUT            32
report_power, final:
group | internal [uW] | leakage [uW] | switching, uW
registers | 1210 | 0.00149 | 20.0
logic | 224 | 0.00271 | 108
clock network | 729 | 0.000323 | 495
total | 2170 | 0.00453 | 623
logic make-up after synthesis:
kind of cell           synth area share, %
flip-flops                            55.2
buffers and inverters                 6.73
AND/OR/NAND/NOR                       10.4
multiplexers                          27.6
placed cells by master (no fill, tap or decap), drive strengths merged:
| cell type | count |
|---|---|
| clkdlybuf4s50 | 368 |
| dfxtp | 183 |
| mux2i | 183 |
| nor2 | 183 |
| clkbuf | 18 |
| buf | 6 |
| bufinv | 5 |
| clkinv | 4 |
| inv | 4 |
| diode | 3 |
| or2 | 1 |
| clkinvlp | 1 |
Power figures rest on the tool's default switching activity, not on a simulated workload.
